[/design/flow/config.mk]
export PLATFORM = sky130hd
export DESIGN_NAME = u_alu
export DESIGN_NICKNAME = u_alu
export VERILOG_FILES = /design/flow/design.v
export SDC_FILE = /design/flow/constraint.sdc
export NUM_CORES = 4
export LEC_CHECK = 1
export CORE_UTILIZATION = 30
[/design/flow/constraint.sdc]
current_design u_alu

set clk_period 13.0
set clk_io_pct 0.2

create_clock -name clk0 -period $clk_period

set non_clock_inputs [all_inputs -no_clocks]
set_input_delay [expr $clk_period * $clk_io_pct] -clock clk0 $non_clock_inputs
set_output_delay [expr $clk_period * $clk_io_pct] -clock clk0 [all_outputs]
[/design/flow/design.v]
module u_alu(
input        [2:0]  f3,
input               f7_b5,
input        [31:0] alu_i1,
input        [31:0] alu_i2,
output logic [31:0] alu_o
);
localparam [2:0]
ADD_SUB = 3'b000,
SLL     = 3'b001,
SLT     = 3'b010,
SLTU    = 3'b011,
XOR     = 3'b100,
SRL_SRA = 3'b101,
OR      = 3'b110,
AND     = 3'b111;
logic [32:0] add_i1;
logic [32:0] add_i2;
logic [32:0] add_o;
logic [31:0] sll_o;
logic [31:0] slt_o;
logic [31:0] sltu_o;
logic [31:0] xor_o;
logic [31:0] srl_o;
logic [31:0] sra_msk;
logic [31:0] srla_o;
logic [31:0] or_o;
logic [31:0] and_o;
always_comb begin: add_ctrl_input
  add_i1 = {1'b0, alu_i1};
  add_i2 = ((f3==ADD_SUB & f7_b5) | 
             f3==SLT   | 
             f3==SLTU) ? {1'b1, -alu_i2} : {1'b0, alu_i2};
end
always_comb begin: add_cal
  add_o = add_i1 + add_i2;
end
always_comb begin: sll_cal
  sll_o = alu_i1 << alu_i2[4:0];
end
always_comb begin: slt_cal
  slt_o = {31'b0, add_o[31]};
end
always_comb begin: sltu_cal
  slt_o = {31'b0, add_o[32]};
end
always_comb begin: xor_cal
  xor_o = alu_i1 ^ alu_i2;
end
always_comb begin: srl_sra_cal
  srl_o   =  alu_i1        >> alu_i2[4:0];
  sra_msk =  32'hffff_ffff >> alu_i2[4:0];
  srla_o  = (alu_i1[31] & f7_b5) ? ~sra_msk | srl_o : srl_o; 
end
always_comb begin: or_cal
  or_o = alu_i1 | alu_i2;
end
always_comb begin: and_cal
  and_o = alu_i1 & alu_i2;
end
always_comb begin: alu_output
  alu_o = (f3==ADD_SUB) ? add_o  : 
          (f3==SLL    ) ? sll_o  : 
          (f3==SLT    ) ? slt_o  : 
          (f3==SLTU   ) ? sltu_o : 
          (f3==XOR    ) ? xor_o  : 
          (f3==SRL_SRA) ? srla_o : 
          (f3==OR     ) ? or_o   : 
          (f3==AND    ) ? and_o  : 0; 
end
endmodule
[/design/flow/run.sh]
#!/bin/bash
# OpenROAD 26Q1-2900-gdf79404cd8, Yosys 0.63+post, stock flow scripts
make -C /OpenROAD-flow-scripts/flow DESIGN_CONFIG=/design/flow/config.mk WORK_HOME=/design/flow/orfs finish
==> summary.txt <==
The run has ended; figures from its reports follow.

The final hold violation count came out at 0. The delay of the slowest cell on the worst path came out at 0.63 ns. The sequential cell area fraction in the yosys report is 0. The worst hold path belongs to the class input port to output port. The chip area line of the yosys report came out at 7990 um2.

The data arrival time of the worst path came out at 7.82 ns. The detailed-router iteration count before antenna repair came out at 9. Grouping stages by cell kind, the critical path spends the most delay in AND-OR/OR-AND gates. The horizontal extent of the die is 165 um. Per STA, the worst path is made up of clkdlybuf4s50_1, buf_4, inv_1, o21a_1, buf_4, o21ai_0, ha_1, a211oi_1, o21ai_0, a211oi_1, nor3_1, nor4b_1, o21bai_1, xnor2_1, a32oi_1, clkdlybuf4s50_1. The layout summary lists the proportion of cells stronger than drive strength 1 as 0.0860. The static power due to leakage is 3.74 nW. The highest-delay cell along the critical path is sky130_fd_sc_hd__a211oi_1. Counting every instance in the synthesized netlist gives 1148. The setup fix buffers added after clock tree synthesis is 0. The transition time at the pin with the least slew margin is 1.05 ns. The final RePlAce weighted congestion is 1.05. Using the TritonRoute via totals, the vias-per-cell ratio works out to 6.12. Across all stage logs, warnings added up to 68.

After clock tree synthesis, the flow added hold-fix buffers numbering 0. The area growth from synthesis to layout came out at 15.0%. The initial antenna violation count came to 0. The total number of placement rows is 59. According to the floorplan report, the placeable core area is 26100 um2. The number of global-route vias before repair is 8636.

The final layout contains a sequential cell count of 0. The critical setup path kind is input port to output port. The relative slew slack came out at 0.280. The number of top-level design ports came out at 100. The count of buffers inserted at the top-level ports is 100.

In the hold report, the worst path ends at alu_o[4]. Yosys attributes the largest share of cell area to sky130_fd_sc_hd__ha_1, sky130_fd_sc_hd__mux4_2, sky130_fd_sc_hd__o21ai_0. The HPWL after detailed placement is 29200 um. The largest fanout on the critical path is 37. The number of antenna diodes came out at 0. Counting I/O delays and the setup requirement, the final critical path takes 10.42 ns. The synthesized netlist was found by Yosys to have 1148 cells. Setup repair after global routing left no endpoint under its margin. The overall die height came out at 165 um. STA classifies the critical path startpoint as an input port.

The run finished with clean final reports. The worst setup path is captured at an output port. The routed wire length is 36700 um. Per the log, the first TritonRoute iteration ended with a DRC count of 846. The mean post-synth cell area is 6.96 um2.

The largest net degree at the start of global routing came out at 72. The first-pass GRT wire length is 54600 um. In this run the number of cells on the critical path is 16. The remaining antenna violation count is 0. The most used logic cell in the final layout is sky130_fd_sc_hd__nor2_1.

The total number of vias came out at 9312. The number of max-capacitance violations reported came out at 0. The highest ir drop seen on vdd came out at 0.0187 mV.

The post-synthesis cell type count came out at 70. The total area of sequential cells came out at 0 um2. The script reports the combined buffer and inverter count of the critical path as 5.

The required time of the worst setup path is 10.40 ns. For this run, design rule violations remaining after detail routing come to 0. The core utilization before placement is 0.306. The power per cell area is 50.5 nW/um2. Of the available clock period, the critical path in the final layout requires 0.802. The report gives the cell count of the worst hold path as 5. Recorded from the global router log, the overflow total was 0. In the layout the commonest cells are sky130_fd_sc_hd__nor2_1, sky130_fd_sc_hd__o21ai_0, sky130_fd_sc_hd__nand2_1, sky130_fd_sc_hd__ha_1, sky130_fd_sc_hd__clkdlybuf4s50_1.

In this build the clock could be raised as far as 95.9 MHz. Looking at hold timing, the worst path starts from alu_i2[3]. The clock buffer count came out at 0. The cell resize tally after clock tree synthesis came out at 0. The number of slew-limit violations in the final report is 0.

The total standard cell area after synthesis came out at 7990 um2. The post-route worst hold slack is 6.15 ns. Per the OpenROAD floorplan log, the area of the die is 27300 um2. The top cell type's share of synthesized area came out at 0.157. The count of filler cells inserted in the layout is 2791. The number of warnings issued by yosys is 34. Total global-route track usage over all layers is 0.274. The number of endpoints failing setup at the final stage came out at 0.

Sorting the Yosys area breakdown by cell type puts at the top sky130_fd_sc_hd__ha_1. The post-route setup TNS is 0 ns. The average routed wire per standard cell is 24.1 um.
==> stage by stage <==
| stage | cells | setup slack, ns | power, mW | utilization | instance area, um2 |
|---|---|---|---|---|---|
| 3_5_place_dp | 1521 | 2.73 | 0.452 | 0.352 | 9180 |
| 2_1_floorplan | 1148 | 3.79 | 0.281 | - | 7990 |
| 5_1_grt | 1521 | 2.25 | 0.499 | 0.352 | 9180 |
| 4_1_cts | 1521 | 2.71 | 0.455 | 0.352 | 9180 |
| 6_report | 1521 | 2.58 | 0.464 | 0.352 | 9180 |
| 3_3_place_gp | 1521 | 2.80 | 0.455 | 0.352 | 9180 |
==> tightest hold or removal path, cell delays in order <==
cell and delay, ns:
sky130_fd_sc_hd__buf_2 0.22, sky130_fd_sc_hd__nor2_1 0.12, sky130_fd_sc_hd__nand2_1 0.08, sky130_fd_sc_hd__o221ai_1 0.11, sky130_fd_sc_hd__clkdlybuf4s50_1 0.42
==> worst max-delay path by stage <==
stage         start        to  slack [ns]
4_1_cts       f3[2]  alu_o[0]        2.71
5_1_grt   alu_i2[5]  alu_o[0]        2.25
6_report      f3[2]  alu_o[0]        2.58
==> power by group <==
group / switching (mW) / leakage [nW] / total (mW) / internal, mW
Clock: 0 / 0 / 0 / 0
Sequential: 0 / 0 / 0 / 0
Combinational: 0.277 / 3.74 / 0.464 / 0.187
Total: 0.277 / 3.74 / 0.464 / 0.187
==> layout make-up <==
| class | count | area (um2) | share of cell area |
|---|---|---|---|
| Inverter | 83 | 312 | 0.0339 |
| Tap cell | 335 | 419 | 0.0456 |
| Timing Repair Buffer | 119 | 1120 | 0.122 |
| Multi-Input combinational cell | 984 | 7330 | 0.798 |
==> synthesized netlist by cell type (9+ instances only) <==
library cell / instances
sky130_fd_sc_hd__inv_1: 82
sky130_fd_sc_hd__o211ai_1: 17
sky130_fd_sc_hd__nor2_1: 124
sky130_fd_sc_hd__a32oi_1: 10
sky130_fd_sc_hd__ha_1: 100
sky130_fd_sc_hd__nand3_1: 24
sky130_fd_sc_hd__a31oi_1: 17
sky130_fd_sc_hd__a21o_1: 10
sky130_fd_sc_hd__o221ai_1: 14
sky130_fd_sc_hd__mux2_2: 20
sky130_fd_sc_hd__nor3_1: 24
sky130_fd_sc_hd__a211oi_1: 22
sky130_fd_sc_hd__buf_1: 9
sky130_fd_sc_hd__o31ai_1: 11
sky130_fd_sc_hd__nand4_1: 12
sky130_fd_sc_hd__xnor2_1: 41
sky130_fd_sc_hd__or3_1: 11
sky130_fd_sc_hd__nand2_1: 111
sky130_fd_sc_hd__clkbuf_1: 56
sky130_fd_sc_hd__buf_2: 9
sky130_fd_sc_hd__xor2_1: 11
sky130_fd_sc_hd__mux4_2: 44
sky130_fd_sc_hd__o21ai_0: 120
sky130_fd_sc_hd__mux2i_1: 46
sky130_fd_sc_hd__a21oi_1: 92
sky130_fd_sc_hd__o22ai_1: 11
==> cells by family (layout without fill, tap and decap cells) <==
family,after synthesis,after routing,synth area share
buffers and inverters,164,202,0.0818
adders and majority gates,101,101,0.159
AOI/OAI and AO/OA,380,380,0.299
muxes,110,110,0.210
xor gates and xnor gates,52,52,0.0570
and+or+nand+nor,341,341,0.193
==> routing by layer <==
| metal | wire [um] | global-route usage | up-vias |
|---|---|---|---|
| li1 | - | - | 4345 |
| met1 | 16200 | 0.411 | 4385 |
| met2 | 15800 | 0.402 | 516 |
| met3 | 3420 | 0.0458 | 66 |
| met4 | 1350 | 0.0847 | 0 |
| met5 | 0 | 0 | - |
Power and IR drop assume default switching activity.
