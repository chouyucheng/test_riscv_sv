--- flow/config.mk ---
export PLATFORM = sky130hd
export DESIGN_NAME = core
export DESIGN_NICKNAME = core
export VERILOG_FILES = /design/flow/design.v
export SDC_FILE = /design/flow/constraint.sdc
export NUM_CORES = 4
export LEC_CHECK = 1
export CORE_AREA = 10 10 73 73
export DIE_AREA = 0 0 83 83
--- flow/constraint.sdc ---
current_design core

set clk_period 1.9
set clk_io_pct 0.2

create_clock -name clk0 -period $clk_period [get_ports {clk}]

set non_clock_inputs [all_inputs -no_clocks]
set_input_delay [expr $clk_period * $clk_io_pct] -clock clk0 $non_clock_inputs
set_output_delay [expr $clk_period * $clk_io_pct] -clock clk0 [all_outputs]
--- flow/design.v ---
module core(
input clk,
input rstn,
output  [15:0] ins_a,
output         ins_e,
input   [31:0] ins,
output [15:0]  dat_a,
output [3:0]   dat_we,
output [31:0]  dat_wd,
output [3:0]   dat_re,
input  [31:0]  dat_rd
);
logic [31:0] pc;
logic [31:0] ins_reg;
logic i_LUI;
logic i_AUIPC;
logic i_JAL;
logic i_JALR;
logic i_B;
logic i_LD;
logic i_ST;
logic i_ALUi;
logic i_ALU;
logic i_F;
logic i_E;
logic i_CSR;
logic [4:0]  rs1_a;
logic [4:0]  rs2_a_shamt;
logic [4:0]  rd_a;
logic [2:0]  funct3;
logic [6:0]  funct7;
logic [31:0] imm;
logic [31:0] rs1_o;
logic [31:0] rs2_o;
logic        rf_rd_e;
logic [4:0]  rf_rd_a;
logic [31:0] rf_rd_i;
u_pc u_pc0(
.clk  (clk ),
.rstn (rstn),
.pc   (pc  )
);
u_ifu u_ifu0(
.clk     (clk    ),
.rstn    (rstn   ),
.pc      (pc     ),
.ins_a   (ins_a  ),
.ins_e   (ins_e  ),
.ins     (ins    ),
.ins_reg (ins_reg) 
);
u_dec u_dec0(
.ins         (ins_reg    ),
.i_LUI       (i_LUI      ),
.i_AUIPC     (i_AUIPC    ),
.i_JAL       (i_JAL      ),
.i_JALR      (i_JALR     ),
.i_B         (i_B        ),
.i_LD        (i_LD       ),
.i_ST        (i_ST       ),
.i_ALUi      (i_ALUi     ),
.i_ALU       (i_ALU      ),
.i_F         (i_F        ),
.i_E         (i_E        ),
.i_CSR       (i_CSR      ),
.rs1_a       (rs1_a      ),
.rs2_a_shamt (rs2_a_shamt),
.rd_a        (rd_a       ),
.funct3      (funct3     ),
.funct7      (funct7     ),
.imm         (imm        ) 
);
u_rf u_rf0(
.clk   (clk        ),
.rs1_a (rs1_a      ),
.rs2_a (rs2_a_shamt),
.rs1_o (rs1_o      ),
.rs2_o (rs2_o      ),
.rd_e  (rf_rd_e    ),
.rd_a  (rf_rd_a    ),
.rd_i  (rf_rd_i    )
);
endmodule
module u_dec(
input [31:0] ins,
output logic i_LUI,
output logic i_AUIPC,
output logic i_JAL,
output logic i_JALR,
output logic i_B,
output logic i_LD,
output logic i_ST,
output logic i_ALUi,
output logic i_ALU,
output logic i_F,
output logic i_E,
output logic i_CSR,
output logic [4:0]  rs1_a,
output logic [4:0]  rs2_a_shamt,
output logic [4:0]  rd_a,
output logic [2:0]  funct3,
output logic [6:0]  funct7,
output logic [31:0] imm
);
logic [6:0]  opcode;
logic [31:0] iimm;
logic [31:0] simm;
logic [31:0] bimm;
logic [31:0] uimm;
logic [31:0] jimm;
always_comb begin: ctrl_decode
  funct7      = ins[31:25];
  rs2_a_shamt = ins[24:20];
  rs1_a       = ins[19:15];
  funct3      = ins[14:12];
  rd_a        = ins[11:7];
  opcode      = ins[6:0];
  iimm        = {{21{ins[31]}},ins[30:25],ins[24:21],ins[20]};
  simm        = {{21{ins[31]}},ins[30:25],ins[11:8], ins[7]};
  bimm        = {{21{ins[31]}},ins[7],    ins[30:25],ins[11:8],            1'b0};
  uimm        = {    ins[31],  ins[30:20],ins[19:12],                     12'b0};
  jimm        = {{11{ins[31]}},ins[19:12],ins[20],   ins[30:25],ins[24:21],1'b0};
end
always_comb begin: ctrl_opcode
  i_LUI   = (opcode==7'b0110111);
  i_AUIPC = (opcode==7'b0010111);
  i_JAL   = (opcode==7'b1101111);
  i_JALR  = (opcode==7'b1100111);
  i_B     = (opcode==7'b1100011);  
  i_LD    = (opcode==7'b0000011);
  i_ST    = (opcode==7'b0100011);
  i_ALUi  = (opcode==7'b0010011);
  i_ALU   = (opcode==7'b0110011);
  i_F     = (opcode==7'b0001111);
  i_E     = (opcode==7'b1110011);
  i_CSR   = (opcode==7'b1110011);
end
always_comb begin: ctrl_imm
  imm = (i_LUI)   ? uimm :  
        (i_AUIPC) ? uimm : 
        (i_JAL)   ? jimm : 
        (i_JALR)  ? iimm : 
        (i_B)     ? bimm : 
        (i_LD)    ? iimm : 
        (i_ST)    ? simm :
        (i_ALUi)  ? iimm : 0;
end
endmodule
module u_ifu (
input clk,
input rstn,
input [31:0] pc,
output logic [15:0] ins_a,
output              ins_e,
input        [31:0] ins,
output logic [31:0] ins_reg
);
assign ins_e = 1;
always_comb begin: ctrl_ins_mem
  ins_a = pc[15:0];
end
always_ff@(posedge clk or negedge rstn) begin: fetch_ins
  if(!rstn) ins_reg <= 0;
  else      ins_reg <= ins;
end
endmodule
module u_pc(
input  clk,
input  rstn,
output logic [31:0] pc 
); 
always_ff@(posedge clk or negedge rstn) begin: reg_pc
  if(!rstn) pc <= 0;
  else      pc <= pc + 4; 
end
endmodule
module u_rf(
input clk,
input        [4:0]  rs1_a,
input        [4:0]  rs2_a,
output logic [31:0] rs1_o,
output logic [31:0] rs2_o,
input        rd_e,
input [4:0]  rd_a,
input [31:0] rd_i
);
logic [31:0] rf_arr [1:31];
always_ff@(posedge clk) begin: writhe_data
  if(rd_e & rd_a!=0) rf_arr[rd_a] <= rd_i;
end
always_comb begin: read_data
  rs1_o = (rs1_a==0)    ? 0    :
          (rs1_a==rd_a) ? rd_i : rf_arr[rs1_a];
  rs2_o = (rs2_a==0)    ? 0    :
          (rs2_a==rd_a) ? rd_i : rf_arr[rs2_a];
end
endmodule
--- flow/run.sh ---
#!/bin/bash
# OpenROAD 26Q1-2900-gdf79404cd8, Yosys 0.63+post, stock flow scripts
make -C /OpenROAD-flow-scripts/flow DESIGN_CONFIG=/design/flow/config.mk WORK_HOME=/design/flow/orfs finish
==> run summary <==
This note records the results obtained with Yosys and OpenROAD.

Placement
Buffers placed on the I/O ports in this run total 15. Detailed placement finished with a half-perimeter wire length of roughly 1.6 mm. At the end of routability-driven placement, the weighted congestion stood at around 0.75. The cell area after placement is 1030 sq um.

Final timing
After layout, the worst path uses 83.3% of the clock period. The fmax is ~630 MHz. The setup TNS is 0 ps. The clock period minus final worst setup slack is ~1600 ps. Setup repair after global routing left no endpoint under its margin. For reference, the final report shows the max-slew violation count at 0. The worst hold slack is 452 ps.

The final timing report counts setup violations totalling 0. The final timing report lists clock skew as 3.75 ps. The final tally of hold violations is 0.

Hold path
The class of the tightest hold or removal check is in2async.

Floorplanning
The count of pins on the block boundary is between 100 and 150. The initialized floorplan defines 22 standard-cell rows. The floorplan step set the die width to 83 microns.

At the floorplan stage, the core utilization is reported as between 20 and 30%. The total area inside the core boundary comes to around 3700 sq um. The overall die area is 6890 sq um. According to the floorplan report, the die height is between 80 and 90 microns.

Yosys
Once synthesis finished, the tally of register bits stood at 14. The synthesis report names the predominant flop master as sky130_fd_sc_hd__dfrtp_1. The synthesized instance count is approximately 110. The sequential fraction of the synthesis area is about a third.

Counting the warning lines in the Yosys log gives approximately 60. The post-synthesis instance area is 1040 sq um. Yosys reports that the most numerous cell types are 59 x sky130_fd_sc_hd__buf_4, 14 x sky130_fd_sc_hd__dfrtp_1, 8 x sky130_fd_sc_hd__xor2_1. The top cell type by instance count after synthesis is sky130_fd_sc_hd__buf_4.

By area the synthesized netlist is led by sky130_fd_sc_hd__buf_4 43%, sky130_fd_sc_hd__dfrtp_1 34%, sky130_fd_sc_hd__xor2_1 6.7%, sky130_fd_sc_hd__xnor2_1 3.4%, sky130_fd_sc_hd__nand4_4 2.0%. The async set-reset flop share out of synthesis is about 100%. The average instance in the mapped netlist occupies approximately 9.6 sq um. The synthesized netlist was found by Yosys to have about 110 cells.

The count of cell types in the netlist is 15. Summed over all instances, the cell type with the most area after synthesis is sky130_fd_sc_hd__buf_4. The post-synth count of flops with an enable pin is 0. The top cell type's share of synthesized area is a little over two fifths. The chip area from the yosys synthesis statistics is approximately 1000 sq um.

Clocking
The number of clock buffers inserted by TritonCTS is 3. The clock tree from TritonCTS is done. The maximum clock insertion buffer count is 2.

The later-pin clock latency in the skew report is about 240 ps. TritonCTS reports the number of clock sinks as 14. For reference, the clock transition at the flip-flops on the worst setup and hold paths is approximately 60 ps.

Clock tree synthesis selected as its root buffer the cell sky130_fd_sc_hd__clkbuf_8. The number of H-tree levels is 1. The number of buffers added for setup after CTS is 0. The post-cts hold-fix buffer tally is 0. In this run, post-CTS repair resized a total of 0 instances.

Route
The overall via count from detail_route is between 500 and 600. The met1 layer wirelength in the final routing is between 800 and 900 microns. Detailed routing placed a total of around 160 microns of wire on met3. The first detailed-routing pass took 2 iterations. The total detailed-routing wirelength is 1.89 mm. Signal routing reaches up to met4.

The number of DRC violations after detailed routing is 0. Per the post-route antenna check, the number of violating nets is 0. The met2 wirelength from detailed routing is roughly 880 microns. Dividing the detail-routed via count by the number of cells gives about 3.2. Per the detail_route report, inserted antenna diodes total 0. The number of design-rule violations left by the first detailed-router iteration is between 40 and 50.

The detail-routed net length per standard cell is 10.8 microns.

Global route
Summed over all routing layers, the global router reports a total usage of 5.04%. Per the GRT congestion report, total overflow comes to 0. The via count of the first global-routing pass came to roughly 690. The first global-routing pass estimated approximately 3.1 mm of wire.

The largest net degree at the start of global routing is 15. The number of antenna violations at the first check in global routing was 0.

Pwr
The highest supply drop recorded on VDD is ~0.21 mV. The total leakage power is about 0.55 nW. The script computed a power per unit cell area of around 550 nW/um^2.

Worst setup path
The critical-path cell with the highest stage delay is sky130_fd_sc_hd__clkdlybuf4s50_1. The signal on the critical path passes through clkdlybuf4s50_1. The timing report notes that buffer and inverter cells on the critical path total 1.

The critical path maximum fanout is 5. The required time at the worst-slack endpoint is about 1500 ps. The element type at the critical path end is an output pin. Among all stages on the critical path, the maximum delay recorded is between 500 and 600 ps. On the critical path the largest part of the delay comes from buffers and inverters. STA classifies the critical path startpoint as a register. The arrival time of data at the worst endpoint is listed as 1200 ps. The critical path in this run is classified as reg2out.

Final layout
The register with the most flip-flops in the layout has 14 of them. The area growth from synthesis to layout is 4.21%. The fill cell instance count of the final layout is 395. The share of final-layout standard cells stronger than drive strength 1 is under 10%. The register cell area after layout is approximately 350 sq um. In the final layout, the multi-input gates occupy 450 sq um. In the final layout, the registers with the most flip-flops are u_pc0.pc (14).

Ranked by flip-flop count, first place goes to u_pc0.pc. The post-layout instance area is approximately 1100 sq um.

Run status
The flow ran to the end, and the final reports show no timing, DRC or antenna violations.

Job
Across the run, the number of max-cap violations was 0. Warnings raised by the tools during the run amount to between 80 and 90.
-- worst paths after layout --
path	startpoint	to	slack [ps]	cells after the start
hold reg to reg	u_pc0.pc[15]	u_pc0.pc[15]	470	1
hold / removal	rstn	u_pc0.pc[15]	450	2
setup reg to reg	u_pc0.pc[2]	u_pc0.pc[8]	670	4
setup / recovery	u_pc0.pc[5]	ins_a[5]	320	1
max in group asynchronous	rstn	u_pc0.pc[5]	1280	2
min in group clk0	u_pc0.pc[15]	u_pc0.pc[15]	470	1
-- cell usage in the layout (no fill, tap or decap), types with 2 or more instances in the layout --
cell	instances
sky130_fd_sc_hd__dfrtp_1	14
sky130_fd_sc_hd__nor3_1	4
sky130_fd_sc_hd__xnor2_1	4
sky130_fd_sc_hd__clkdlybuf4s50_1	15
sky130_fd_sc_hd__nand3_1	4
sky130_fd_sc_hd__xor2_1	8
sky130_fd_sc_hd__inv_1	3
sky130_fd_sc_hd__nor2_1	3
sky130_fd_sc_hd__nand4_1	2
sky130_fd_sc_hd__nand2_1	2
sky130_fd_sc_hd__clkbuf_8	4
sky130_fd_sc_hd__conb_1	59
-- through the flow --
| step | util (%) | power (W) | setup slack, ps | std cells |
|---|---|---|---|---|
| floorplan | - | 0.000390 | 815 | 166 |
| global placement | 27.5 | 0.000325 | 563 | 171 |
| detailed placement | 27.5 | 0.000324 | 559 | 171 |
| CTS | 29.0 | 0.000609 | 297 | 175 |
| global route | 29.0 | 0.000628 | 259 | 175 |
| finish | 29.0 | 0.000597 | 317 | 175 |
-- cell type report --
class	count	share of cell area, %
well taps	48	5.54
multi-input cells	90	41.5
flip-flops and latches	14	32.3
repair buffers	16	14.5
clock buffers	4	5.07
inverters	3	1.04
-- metal layers --
layer | track usage [%] | vias up
met2 | 8.17 | 41
li1 | - | 262
met4 | 0.615 | 0
met3 | 2.07 | 2
met1 | 6.27 | 259
met5 | 0 | -
-- power breakdown --
group / total, W / switching (W) / leakage (nW) / internal (W)
Combinational: 0.0000165 / 0.0000133 / 0.340 / 0.00000317
Sequential: 0.000298 / 0 / 0.186 / 0.000298
Clock: 0.000282 / 0.0000992 / 0.0288 / 0.000183
-- kinds of logic (layout without fill, tap and decap cells) --
family	count (synthesis)	after routing	share of synthesized area, %
xor gates and xnor gates	12	12	10.1
adders and majority gates	1	1	1.20
buffers and inverters	62	23	43.6
DFF	14	14	33.7
other	2	59	0.721
and+or+nand+nor	18	18	10.7
Power is estimated from default activity; no workload was simulated.
